==> flow/design.v <==
module Pipeline_Register_IDEX(
	input clk_i,
	input rst_i,
	input RegWrite_i,
	input MemtoReg_i,
	input MemRead_i,
	input MemWrite_i,
	input [1:0] ALUOp_i,
	input ALUSrc_i,
	input [31:0] read_data_1_i,
	input [31:0] read_data_2_i,
	input [31:0] imm_i,
	input [6:0] funct7_i,
	input [2:0] funct3_i,
	input [4:0] rs1_i, 
	input [4:0] rs2_i, 
	input [4:0] rd_i,
	input MemStall_i,				 
	output reg RegWrite_o,
	output reg MemtoReg_o,
	output reg MemRead_o,
	output reg MemWrite_o,
	output reg [1:0] ALUOp_o,
	output reg ALUSrc_o,
	output reg [31:0] read_data_1_o,
	output reg [31:0] read_data_2_o,
	output reg [31:0] imm_o,
	output reg [6:0] funct7_o,
	output reg [2:0] funct3_o,
	output reg [4:0] rs1_o, 
	output reg [4:0] rs2_o, 
	output reg [4:0] rd_o
);
always@(posedge clk_i or posedge rst_i) begin
	if(rst_i) begin
        RegWrite_o  	 <= 0;
        MemtoReg_o		 <= 0;
        MemRead_o 		 <= 0;
        MemWrite_o		 <= 0;
		ALUOp_o       	 <= 0;
		ALUSrc_o      	 <= 0;
		read_data_1_o  	 <= 0;
		read_data_2_o  	 <= 0;
		imm_o          	 <= 0;
		funct7_o       	 <= 0;
		funct3_o       	 <= 0;
		rs1_o         	 <= 0;
		rs2_o         	 <= 0;
		rd_o          	 <= 0;
    end  
    else begin
		RegWrite_o    <= (MemStall_i)? RegWrite_o 		: RegWrite_i;
		MemtoReg_o    <= (MemStall_i)? MemtoReg_o 		: MemtoReg_i;
		MemRead_o     <= (MemStall_i)? MemRead_o  		: MemRead_i;
		MemWrite_o    <= (MemStall_i)? MemWrite_o    	: MemWrite_i;
		ALUOp_o       <= (MemStall_i)? ALUOp_o       	: ALUOp_i;
		ALUSrc_o      <= (MemStall_i)? ALUSrc_o 	    : ALUSrc_i;
		read_data_1_o <= (MemStall_i)? read_data_1_o 	: read_data_1_i;
		read_data_2_o <= (MemStall_i)? read_data_2_o 	: read_data_2_i;
		imm_o         <= (MemStall_i)? imm_o 			: imm_i;
		funct7_o      <= (MemStall_i)? funct7_o			: funct7_i;
		funct3_o      <= (MemStall_i)? funct3_o 		: funct3_i;
		rs1_o         <= (MemStall_i)? rs1_o			: rs1_i;
		rs2_o         <= (MemStall_i)? rs2_o 			: rs2_i;
		rd_o          <= (MemStall_i)? rd_o 			: rd_i;
	end
end
endmodule
==> flow/run.sh <==
#!/bin/bash
# OpenROAD 26Q1-2900-gdf79404cd8, Yosys 0.63+post, stock flow scripts
make -C /OpenROAD-flow-scripts/flow DESIGN_CONFIG=/design/flow/config.mk WORK_HOME=/design/flow/orfs finish
==> flow/config.mk <==
export PLATFORM = sky130hd
export DESIGN_NAME = Pipeline_Register_IDEX
export DESIGN_NICKNAME = Pipeline_Register_IDEX
export VERILOG_FILES = /design/flow/design.v
export SDC_FILE = /design/flow/constraint.sdc
export NUM_CORES = 4
export LEC_CHECK = 1
export CORE_UTILIZATION = 30
==> flow/constraint.sdc <==
current_design Pipeline_Register_IDEX

set clk_period 1.5
set clk_io_pct 0.2

create_clock -name clk0 -period $clk_period [get_ports {clk_i}]

set non_clock_inputs [all_inputs -no_clocks]
set_input_delay [expr $clk_period * $clk_io_pct] -clock clk0 $non_clock_inputs
set_output_delay [expr $clk_period * $clk_io_pct] -clock clk0 [all_outputs]
==> notes.md <==
fresh numbers from the pnr run: leakage 3.53 nW, largest net degree at the start of global routing 68, vias in the first global route 3437, die y size 129 um, hpwl dp 8230 um, diodes inserted 0, CP max FO 2, Unique cell types 5, share of layout cells above drive strength 1 30.8%, RSZ-0062 raised after global routing false, antenna violations before repair 0, gp weighted congestion 0.730, Final Max Tran Viols 0, Post-synth regs 128, Setup WS pre-CTS 0.190 ns, Sequential Area 0.00320 mm2, grt ovf 0, Tot Pwr 9.05 mW, Logic area 0.00144 mm2, Cell Area, Synth 0.00483 mm2, CP endpoint kind output port, largest buffer count on any clock path 2, die area 0.0166 mm2, worst setup margin 0.149 ns, worst-margin pin slew 0.354 ns, H-tree levels 4, Final Setup Violations 0, Root Buffer clkbuf_16, Synth area leaders dfrtp_1, mux2_2, clkbuf_8, post-route DRC violation count 0, area share, top type 66.4%, WHS 0.289 ns, clock latency (worst-skew pair) 0.40 ns, Net Sw Frac 20.6%, count of tool warnings 26, syn_area_per_cell 17.8 um2, Setup TNS 0 ns, drt wl/cell 14.6 um, synthesized instance count 271, Hold WC Path Type primary input to flop, post-route minimum period 1.35 ns, most frequent cells in the layout clkdlybuf4s50_1, dfrtp_1, mux2_2, dlygate4sd2_1, clkbuf_16, Core Util at FP 31.3%, most used logic cell in the final layout clkdlybuf4s50_1, DR vias 3243, Routed Antenna Nets 0, # IOs 259, Max-Cap Viols 0, total global-route track usage 14.3%, CP Cell Sequence dlygate4sd2_1, die width 129 um, Crit Path Class flop to output port, router iterations before antenna repair 2, DR vias/cell 4.22, Peak VDD IR 0.752 mV, pwr dens 1130 mW/mm2, final worst path period share 90.1%, Synth Warn # 1, YS chip area 0.00483 mm2, Worst Path Arrival 1.05 ns, crit path max-delay cell type dfrtp_1, DRT iter0 DRCs 87, FMAX 740 MHz, Routed WL 11200 um, Area growth, synth to finish 66.6%, Sw Pwr 1.86 mW, first-pass GRT wire length 17900 um, startpoint types flop, number of port buffers 258, internal power 7.19 mW, row cnt 45, power share of the clock group 42.3%, total CTS buffers 17, area leader, netlist dfrtp_1, max incr delay on CP 0.40 ns, Slew HR 76.4%, Hold Buf Count CTS 0, Fill cells 1345, CP Data Required Time 1.20 ns, Post-synth seq share 66.4%, Finished Core Util 52.1%, sequential group share of total power 43.7%, clk slew on worst S/H paths 0.05 ns, # Cells Yosys 271, CTS tree built, core area 0.0154 mm2, status completed, final hold violations 0, critical path buffer and inverter count 1, CTS Sinks 128, Worst path top cell family by delay flip-flops, Comb pwr share 14.0%, Setup Skew 0 ns
[power by group through the flow]
stage | sequential [mW] | clock [mW] | combinational [mW]
4_1_cts | 3.96 | 3.96 | 1.31
5_1_grt | 4.00 | 4.12 | 1.40
6_report | 3.95 | 3.83 | 1.27
[cell usage after synthesis, drive strengths merged]
cell type	instances
dfrtp	128
buf	6
mux2	128
inv	1
clkbuf	8
[path summary, 6_finish.rpt]
kind	from	endpoint	slack [ns]	cells past startpoint
max	imm_o[20]	imm_o[20]	0.15	1
min	MemStall_i	ALUOp_o[0]	0.29	2
max reg2reg	read_data_1_o[20]	read_data_1_o[20]	0.63	2
min reg2reg	imm_o[28]	imm_o[28]	0.49	1
max in group asynchronous	rst_i	read_data_1_o[13]	0.83	3
min in group asynchronous	rst_i	imm_o[28]	0.37	3
[layer usage]
metal	track usage (%)	up-vias	wire length, um
met5	0	-	0
met4	1.38	0	106
met3	6.69	6	1350
met2	24.1	151	5560
met1	17.7	1575	4220
li1	-	1511	-
[what timing repair did]
item | 4_1_cts | 5_1_grt
setup buffers | 4 | 0
gates resized | 128 | 0
setup endpoints to repair | 128 | 0
[registers in the layout, summed over array words and instances (netlist names)]
register	count
ALUOp_o	2
MemWrite_o	1
funct3_o	3
RegWrite_o	1
rs2_o	5
read_data_2_o	32
funct7_o	7
MemRead_o	1
rs1_o	5
rd_o	5
read_data_1_o	32
MemtoReg_o	1
imm_o	32
ALUSrc_o	1
[cell families after synthesis]
| group | Yosys count | synth area share (%) |
|---|---|---|
| mux | 128 | 29.9 |
| flops | 128 | 66.4 |
| buf+inv | 15 | 3.76 |
[metrics by stage]
step / area, um2 / std cells
after CTS: 8040 / 769
after floorplan: 4830 / 271
after global placement: 7600 / 733
final: 8040 / 769
after detailed placement: 7600 / 733
after global routing: 8040 / 769
[final cells by class]
class	count	area share (%)
timing repair buffer	269	31.8
sequential	128	39.9
tap	211	3.28
clock buffer	22	6.02
clock inverter	10	1.06
inverter	1	0.0934
multi-input combinational	128	17.9
Power and IR drop assume default switching activity.
