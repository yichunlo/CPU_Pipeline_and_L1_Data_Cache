### flow/config.mk
export PLATFORM = sky130hd
export DESIGN_NAME = Pipeline_Register_IFID
export DESIGN_NICKNAME = Pipeline_Register_IFID
export VERILOG_FILES = /design/flow/design.v
export SDC_FILE = /design/flow/constraint.sdc
export NUM_CORES = 4
export LEC_CHECK = 1
export CORE_UTILIZATION = 40
### flow/constraint.sdc
current_design Pipeline_Register_IFID

set clk_period 1.3
set clk_io_pct 0.2

create_clock -name clk0 -period $clk_period [get_ports {clk_i}]

set non_clock_inputs [all_inputs -no_clocks]
set_input_delay [expr $clk_period * $clk_io_pct] -clock clk0 $non_clock_inputs
set_output_delay [expr $clk_period * $clk_io_pct] -clock clk0 [all_outputs]
### flow/design.v
module Pipeline_Register_IFID(
	clk_i, 
	rst_i,
	data_i,
	stall_i, 
	MemStall_i,
	flush_i,
	pc_i,
	pc_o,
	data_o
);
input 				clk_i; 
input           	rst_i;
input  	[31:0]		data_i;
input 				stall_i; 
input				MemStall_i;
input 				flush_i;
input  	[31:0] 		pc_i;
output 	[31:0] 		pc_o;
output 	[31:0] 		data_o;
reg 	[31:0] 		data_o;
reg 	[31:0] 		pc_o;
always@(posedge clk_i or posedge rst_i) begin
	if(rst_i) begin
        pc_o   		<= 32'b0;
        data_o 		<= 32'b0;
    end  
    else begin
    	data_o  = (stall_i || MemStall_i)? data_o : 
		          (flush_i)? 32'b0010011 : data_i;
		pc_o 	= pc_i;
	end
end
endmodule
### flow/run.sh
#!/bin/bash
# OpenROAD 26Q1-2900-gdf79404cd8, Yosys 0.63+post, stock flow scripts
make -C /OpenROAD-flow-scripts/flow DESIGN_CONFIG=/design/flow/config.mk WORK_HOME=/design/flow/orfs finish
==> results.sh <==
# yosys + openroad results
export IMPL_clockBufferDepth=2
export IMPL_via_per_inst=4.605
export IMPL_crit_fanout=1
export IMPL_yosysSeqAreaShare_pct=71.15
export IMPL_p_per_area_mw_per_mm2=1216
export IMPL_initialDrtViolationCount=94
export IMPL_switching_share_pct=20.81
export IMPL_min_path_type="input pin to asynchronous set/reset pin"
export IMPL_grt_max_degree=41
export IMPL_cp_num_buf_inv=1
export IMPL_crit_chain="dlygate4sd2_1"
export IMPL_p_switching_w=0.0009763
export IMPL_cts_htree_levels=3
export IMPL_yosysWarnings=1
export IMPL_required_ps=1040
export IMPL_slowest_stage="dfrtp_1"
export IMPL_comb_power_share_pct=14.0
export IMPL_slowest_delay_ps=380
export IMPL_wirelength_um=5761
export IMPL_endpoint_kind="output port"
export IMPL_cts_sinks=64
export IMPL_rsz0062_at_grt="false"
export IMPL_netlist_area_leader_share_pct=71.15
export IMPL_postCtsHoldBufs=0
export IMPL_seq_power_share_pct=47.0
export IMPL_period_needed_ps=1224
export IMPL_die_area_mm2=0.005931
export IMPL_die_h_um=77.02
export IMPL_worstPathArrival_ps=960
export IMPL_finalSetupViolations=0
export IMPL_hold_ws_ps=334.5
export IMPL_antenna_found_initial=0
export IMPL_setup_worst_path_start_class="flop"
export IMPL_p_clk_share_pct=39.0
export IMPL_syn_inst=174
export IMPL_fin_total_pwr_w=0.004692
export IMPL_ys_area_mm2=0.002251
export IMPL_rows=26
export IMPL_grt_ovfl_total=0
export IMPL_grt_pass1_wl_um=9328
export IMPL_ir_drop_v=0.0008807
export IMPL_finalHoldViolCount=0
export IMPL_clk_pin_slew_ps=70
export IMPL_status="complete, no violations"
export IMPL_slew_headroom_pct=80.31
export IMPL_fin_skew_ps=0
export IMPL_synth_avg_cell_area_um2=12.94
export IMPL_maxSlewViolCount=0
export IMPL_log_warning_count=26
export IMPL_drive_gt1_share_pct=13.04
export IMPL_ys_types=10
export IMPL_gp_congestion=0.7514
export IMPL_route_detailed_drc=0
export IMPL_syn2layout_area_growth_pct=71.37
export IMPL_cts_tree="done"
export IMPL_ant_nets=0
export IMPL_clock_root_buffer="clkbuf_8"
export IMPL_ys_flops=64
export IMPL_crit_family="flip-flops"
export IMPL_leakage_nw=1.791
export IMPL_p_int_w=0.003715
export IMPL_place_hpwl_um=4070
export IMPL_yosys_area_top_type="dfrtp_1"
export IMPL_topCellsByArea="dfrtp_1 (71%), nand2b_1 (8.1%), o21ai_0 (7.6%)"
export IMPL_cts_buffers=9
export IMPL_fmax_mhz=817.1
export IMPL_drv_cap=0
export IMPL_io_pins=133
export IMPL_finalCritPeriodShare_pct=94.14
export IMPL_io_buffers=132
export IMPL_grt_total_usage_pct=21.38
export IMPL_yosysCellCount=174
export IMPL_path_class="flop to output port"
export IMPL_vias=1805
export IMPL_initCoreUtil_pct=42.71
export IMPL_worstMarginPinSlew_ps=295.4
export IMPL_drt_pre_antenna_iters=4
export IMPL_clkLatencyLatePin_ps=330
export IMPL_antenna_cells=0
export IMPL_die_w_um=77.02
export IMPL_grt_pass1_vias=1812
export IMPL_synth_area_mm2=0.002251
export IMPL_core_mm2=0.005270
export IMPL_nFillCells=404
export IMPL_wl_per_cell_um=14.70
==> layout by cell type, fill, tap and decap left out, types with 3 or more instances in the layout <==
cell             instances
dfrtp_1                 64
buf_4                    9
nand2b_1                29
buf_12                   3
o21ai_1                 15
o21ai_2                 15
clkdlybuf4s50_1         68
clkbuf_1                 3
o21ai_0                 34
clkbuf_8                10
nor2_1                   3
dlygate4sd2_1           64
==> cells by family (layout without fill, tap and decap cells) <==
kind of cell / after synthesis / after routing / share of synthesized area [%]
buf+inv: 13 / 161 / 3.168
simple gates: 33 / 33 / 8.949
compound gates: 64 / 64 / 16.73
flops: 64 / 64 / 71.15
==> power by group through the flow <==
stage | Clock [W] | Sequential, W | Combinational [W]
after CTS | 0.00187 | 0.00221 | 0.000672
final | 0.00183 | 0.00220 | 0.000659
after global routing | 0.00199 | 0.00222 | 0.000727
==> through the flow <==
step	utilization [%]	TNS, ps	std cells	area, um2	worst slack (ps)
2_1_floorplan	-	0	174	2255	353.9
3_3_place_gp	70.66	-1906	376	3724	-77.75
3_5_place_dp	70.66	-2393	376	3724	-101.9
4_1_cts	73.20	0	392	3857	42.93
5_1_grt	73.20	0	392	3857	21.79
6_report	73.20	0	392	3857	76.16
==> area by class of cell <==
| type | instances | area, um2 | share of cell area [%] |
|---|---|---|---|
| sequential | 64 | 1602 | 41.52 |
| timing repair buffer | 144 | 1369 | 35.48 |
| multi-input combinational | 97 | 578.1 | 14.99 |
| clock buffer | 13 | 148.9 | 3.860 |
| tap | 70 | 87.58 | 2.271 |
| clock inverter | 3 | 65.06 | 1.687 |
| inverter | 1 | 7.507 | 0.1946 |
==> path summary, 6_finish.rpt <==
kind                                        startpoint                      to  slack (ps)  cells past startpoint
worst max-delay path                pc_o[12]$_DFF_PP0_                pc_o[12]          80                      1
worst min-delay path                             rst_i   data_o[2]$_DFFE_PP0N_         330                      3
worst max register to register   data_o[6]$_DFFE_PP0N_   data_o[6]$_DFFE_PP0N_         610                      2
worst min register to register  data_o[30]$_DFFE_PP0N_  data_o[30]$_DFFE_PP0N_         510                      2
max in group asynchronous                        rst_i       pc_o[0]$_DFF_PP0_         690                      3
min in group clk0                             pc_i[28]      pc_o[28]$_DFF_PP0_         360                      1
==> per-layer routing <==
layer | wire [um] | vias up | global-route usage, %
li1 | - | 869 | -
met5 | 0 | - | 0
met2 | 2706 | 72 | 31.96
met1 | 2619 | 858 | 34.28
met3 | 373 | 6 | 5.441
met4 | 61 | 0 | 3.396
==> cells in the mapped netlist <==
master    number
nand2b_1      29
o21ai_0       34
or2_4          1
o21ai_2       15
clkbuf_1       9
inv_1          1
o21ai_1       15
buf_6          3
nor2_1         3
dfrtp_1       64
==> sequential cells by signal, summed over array words and instances (netlist names) <==
register and flops:
pc_o 32, data_o 32
==> repair_timing <==
item                       CTS  global route
setup buffers                0             0
setup endpoints to repair   64             0
gates resized               64             0
Power and IR drop assume default switching activity.
