==> flow/design.v <==
module ALU
(
    data1_i,
    data2_i,
    ALUCtrl_i,
    data_o,
    Zero_o
);
input  signed [31:0] data1_i;
input  signed [31:0] data2_i;
input         [3:0]  ALUCtrl_i;
output signed [31:0] data_o;
output               Zero_o;
assign Zero_o = 0;
assign data_o = (ALUCtrl_i == 4'b0000)? data1_i  &  data2_i :
                (ALUCtrl_i == 4'b0001)? data1_i  ^  data2_i :
                (ALUCtrl_i == 4'b0010)? data1_i <<< data2_i :
                (ALUCtrl_i == 4'b0011)? data1_i  +  data2_i :
                (ALUCtrl_i == 4'b0100)? data1_i  -  data2_i :
                (ALUCtrl_i == 4'b0101)? data1_i  *  data2_i :
                (ALUCtrl_i == 4'b0110)? data1_i  +  data2_i :
                (ALUCtrl_i == 4'b0111)? data1_i >>> data2_i[4:0]:
                (ALUCtrl_i == 4'b1000)? data1_i  +  data2_i :
                data1_i  +  data2_i; 
endmodule
==> flow/run.sh <==
#!/bin/bash
# OpenROAD 26Q1-2900-gdf79404cd8, Yosys 0.63+post, stock flow scripts
make -C /OpenROAD-flow-scripts/flow DESIGN_CONFIG=/design/flow/config.mk WORK_HOME=/design/flow/orfs finish
==> flow/config.mk <==
export PLATFORM = sky130hd
export DESIGN_NAME = ALU
export DESIGN_NICKNAME = ALU
export VERILOG_FILES = /design/flow/design.v
export SDC_FILE = /design/flow/constraint.sdc
export NUM_CORES = 4
export LEC_CHECK = 1
export CORE_UTILIZATION = 30
==> flow/constraint.sdc <==
current_design ALU

set clk_period 29.0
set clk_io_pct 0.2

create_clock -name clk0 -period $clk_period

set non_clock_inputs [all_inputs -no_clocks]
set_input_delay [expr $clk_period * $clk_io_pct] -clock clk0 $non_clock_inputs
set_output_delay [expr $clk_period * $clk_io_pct] -clock clk0 [all_outputs]
==> results.sh <==
# flow metrics
export IMPL_criticalPathCategory="input port to output port"
export IMPL_setup_tns_ps=0
export IMPL_fmax_mhz=49.1
export IMPL_clkbuf_count=0
export IMPL_antenna_found_initial=7
export IMPL_warnings=63
export IMPL_critPathSlowestCell="clkdlybuf4s50_1"
export IMPL_hold_path_class="input port to output port"
export IMPL_ys_types=76
export IMPL_syn_to_final_growth_pct=9.07
export IMPL_track_usage=0.273
export IMPL_worstSetupStartpointType="input port"
export IMPL_yosysChipArea_mm2=0.0243
export IMPL_critical_path_startpoint="data1_i[10]"
export IMPL_synth_area_mm2=0.0243
export IMPL_dpl_hpwl_um=83600
export IMPL_coreArea_mm2=0.0804
export IMPL_syn_area_per_cell_um2=7.77
export IMPL_cp_max_fo=16
export IMPL_drv_cap=0
export IMPL_fin_crit_ps=20370
export IMPL_setup_viol=0
export IMPL_num_rows=104
export IMPL_slew_viol_final=0
export IMPL_cp_required_ps=23200
export IMPL_ys_warn_count=0
export IMPL_outcome="complete, no violations"
export IMPL_design_area_mm2=0.0265
export IMPL_pre_cts_ws_ps=8650
export IMPL_hold_buffers=0
export IMPL_utilization=0.330
export IMPL_grt_pass1_wl_um=159000
export IMPL_swShare=0.608
export IMPL_flops=0
export IMPL_yosysTopAreaCell="fa_1"
export IMPL_yosysTopAreaCellShare=0.338
export IMPL_whs_ps=12850
export IMPL_drive_above_1_share=0.0443
export IMPL_peakVddDrop_v=0.000618
export IMPL_internal_power_mw=2.05
export IMPL_port_buffers=100
export IMPL_wire_per_inst_um=25.5
export IMPL_grt_max_degree=70
export IMPL_postRouteAntennaNets=0
export IMPL_layout_worst_path_cycle_share=0.703
export IMPL_cp_arrival_ps=14570
export IMPL_crit_family="adder cells"
export IMPL_fp_util=0.302
export IMPL_power_switching_mw=3.18
export IMPL_die_area_mm2=0.0822
export IMPL_cpPeakStageDelay_ps=890
export IMPL_crit_cells=27
export IMPL_p_leak_nw=12.3
export IMPL_netlist_instances=3130
export IMPL_grt_pass1_vias=23400
export IMPL_worst_path_most_repeated_cell="fa_1"
export IMPL_dpl_cell_area_mm2=0.0265
export IMPL_critPathBufInv=7
export IMPL_grt_ovfl_total=0
export IMPL_gp_congestion=1.08
export IMPL_fp_dieH_um=287
export IMPL_cp_endpoint="data_o[30]"
export IMPL_vias=22700
export IMPL_cts_resized=0
export IMPL_crit_path_end_kind="output port"
export IMPL_io_pins=101
export IMPL_first_pass_iters=21
export IMPL_drt_total_wl_um=107000
export IMPL_tightestPinTransition_ps=1040
export IMPL_rsz0062_at_grt="no"
export IMPL_first_iter_violations=2159
export IMPL_finalHoldViolations=0
export IMPL_avgViaCountPerCell=5.44
export IMPL_regArea_um2=0
export IMPL_die_w_um=287
export IMPL_postCtsSetupBuffers=0
export IMPL_topCellsByArea="fa_1, ha_1, inv_1, and2_1, nand2_1"
export IMPL_timing_slew_headroom=0.298
export IMPL_worst_slack_ps=8630
export IMPL_ys_seq_share=0
export IMPL_powerDensity_mw_per_mm2=197
export IMPL_ys_cells=3130
export IMPL_drcViolationCount=0
## worst min-delay path by stage
| stage | from | endpoint | slack [ps] | depth (start not counted) |
|---|---|---|---|---|
| 5_1_grt | ALUCtrl_i[0] | data_o[20] | 12890 | 5 |
| 6_report | ALUCtrl_i[0] | data_o[20] | 12850 | 5 |
| 4_1_cts | ALUCtrl_i[0] | data_o[20] | 12870 | 5 |
## synthesized netlist by cell type (35+ instances only)
cell	n
nor2_1	260
and2_1	275
inv_1	475
a21o_1	35
mux2i_1	55
nand2b_1	36
a21oi_1	164
clkbuf_1	177
a211oi_1	52
ha_1	213
xnor2_1	113
nand2_1	279
o21ai_0	146
fa_1	410
## area by class of cell
class | count | area [um2]
Multi-Input combinational cell | 2444 | 21700
Inverter | 482 | 1810
Fill cell | 8604 | 53900
Timing Repair Buffer | 190 | 1650
Antenna cell | 2 | 5.00
Tap cell | 1060 | 1330
## stage by stage
stage	power (mW)	cells
finish	5.23	4178
global route	5.62	4177
CTS	5.20	4176
detailed placement	5.17	4176
global placement	5.19	4176
floorplan	3.38	3130
## power groups by stage
stage	sequential, mW	clock (mW)	combinational [mW]
4_1_cts	0	0	5.20
5_1_grt	0	0.00000000462	5.62
## cell usage in the layout, fill, tap and decap left out, types with 26 or more instances in the layout
master,n
inv_1,474
fa_1,410
nand2_1,279
and2_1,275
nor2_1,260
ha_1,213
a21oi_1,164
o21ai_0,146
xnor2_1,113
clkdlybuf4s50_1,94
buf_4,92
mux2i_1,55
a211oi_1,52
nand2b_1,36
a21o_1,35
nor3_1,33
a221oi_1,26
## layer usage
metal | track usage | share of wire | vias to the layer above
met5 | 0.00465 | 0.0011 | -
met4 | 0.0963 | 0.045 | 12
met3 | 0.0834 | 0.10 | 219
met2 | 0.408 | 0.44 | 1165
met1 | 0.381 | 0.41 | 11200
li1 | - | - | 10100
## logic make-up (layout without fill, tap and decap cells)
kind of cell	after synthesis	count (layout)	share of synthesized area
muxes	75	75	0.0347
xor gates and xnor gates	134	134	0.0483
AOI/OAI and AO/OA	631	631	0.168
other	1	3	0.000154
buffers and inverters	686	672	0.107
and+or+nand+nor	980	980	0.195
adders and majority gates	623	623	0.447
Power is estimated from default activity; no workload was simulated.
